[flow/constraint.sdc]
current_design serial_crc_ip_wrapper

set clk_period 2.5
set clk_io_pct 0.2

create_clock -name clk0 -period $clk_period [get_ports {sysclk}]

set non_clock_inputs [all_inputs -no_clocks]
set_input_delay [expr $clk_period * $clk_io_pct] -clock clk0 $non_clock_inputs
set_output_delay [expr $clk_period * $clk_io_pct] -clock clk0 [all_outputs]
[flow/run.sh]
#!/bin/bash
# OpenROAD 26Q1-2900-gdf79404cd8, Yosys 0.63+post, stock flow scripts
make -C /OpenROAD-flow-scripts/flow DESIGN_CONFIG=/design/flow/config.mk WORK_HOME=/design/flow/orfs finish
[flow/design.v]
`timescale 1ns / 1ps
module serial_crc_ip #(
    parameter string SYNC_TO_SYSTEM_CLOCK = "Yes",
    parameter string DATA_RATE_MODE = "SDR",
    parameter string INPUT_SAMPLING_EDGE = "RISING",
    parameter logic [15:0] POLYNOMIAL = 16'h1021,
    parameter logic [15:0] INIT_VAL = 16'hFFFF,
    parameter string XOR_OUT = "No",
    parameter string ENABLE_FLOW_CONTROL = "No"
) (
    input  logic                   sysclk,
    input  logic                   sclk,
    input  logic                   sclk_ps,
    input  logic                   rst,
    input  logic                   serial_in,
    input  logic                   serial_in_valid,
    input  logic                   crc_en,
    output logic [15:0]            crc_out,
    output logic                   crc_valid,
    output logic                   byte_valid
);
    logic [15:0]          lfsr_q;
    logic                 feedback;
    logic [15:0]          next_lfsr;
    logic                 sclk_inv;
    logic                 sclk_ps_inv;
    logic [2:0]           bit_counter;
     assign sclk_inv = ~sclk;
     assign sclk_ps_inv = ~sclk_ps;
    always_comb begin
        feedback = lfsr_q[15] ^ serial_in;
        next_lfsr[0]  = feedback;
        next_lfsr[1]  = lfsr_q[0];
        next_lfsr[2]  = lfsr_q[1];
        next_lfsr[3]  = lfsr_q[2];
        next_lfsr[4]  = lfsr_q[3];
        next_lfsr[5]  = lfsr_q[4] ^ feedback;
        next_lfsr[6]  = lfsr_q[5];
        next_lfsr[7]  = lfsr_q[6];
        next_lfsr[8]  = lfsr_q[7];
        next_lfsr[9]  = lfsr_q[8];
        next_lfsr[10] = lfsr_q[9];
        next_lfsr[11] = lfsr_q[10];
        next_lfsr[12] = lfsr_q[11] ^ feedback;
        next_lfsr[13] = lfsr_q[12];
        next_lfsr[14] = lfsr_q[13];
        next_lfsr[15] = lfsr_q[14];
    end
    generate
        if (SYNC_TO_SYSTEM_CLOCK == "Yes") begin : g_sync_calc
            logic sclk_meta, sclk_reg, spi_reg_reg;
            logic sclk_ps_meta, sclk_ps_reg, spi_ps_reg_reg;
            logic spi_clk_redge_en, spi_clk_fedge_en;
            logic spi_clk_ps_redge_en, spi_clk_ps_fedge_en;
            always_ff @(posedge sysclk) begin
                sclk_meta <= sclk;
                sclk_reg  <= sclk_meta; 
            end
            always_ff @(posedge sysclk) begin
                if (rst) spi_reg_reg <= 1'b0;
                else     spi_reg_reg <= sclk_reg;
            end
            always_ff @(posedge sysclk) begin
                sclk_ps_meta <= sclk_ps;
                sclk_ps_reg  <= sclk_ps_meta; 
            end
            always_ff @(posedge sysclk) begin
                if (rst) spi_ps_reg_reg <= 1'b0;
                else     spi_ps_reg_reg <= sclk_ps_reg;
            end
            assign spi_clk_redge_en = sclk_reg  & ~spi_reg_reg;
            assign spi_clk_fedge_en = ~sclk_reg & spi_reg_reg;
            assign spi_clk_ps_redge_en = sclk_ps_reg  & ~spi_ps_reg_reg;
            assign spi_clk_ps_fedge_en = ~sclk_ps_reg & spi_ps_reg_reg;
            always_ff @(posedge sysclk) begin
                if (rst) begin
                    lfsr_q <= INIT_VAL;
                    bit_counter <= '0;
                    crc_valid <= 1'b0;
                    byte_valid <= 1'b0;
                end else if (crc_en) begin
                    if (serial_in_valid) begin
                        logic update_en;
                        update_en = 1'b0;
                        if (DATA_RATE_MODE == "QDR") begin
                            if (spi_clk_redge_en || spi_clk_fedge_en || spi_clk_ps_redge_en || spi_clk_ps_fedge_en) update_en = 1'b1;
                        end else if (DATA_RATE_MODE == "DDR") begin
                            if (spi_clk_redge_en || spi_clk_fedge_en) update_en = 1'b1;
                        end else begin
                            if (INPUT_SAMPLING_EDGE == "FALLING") begin
                                if (spi_clk_fedge_en) update_en = 1'b1;
                            end else begin
                                if (spi_clk_redge_en) update_en = 1'b1;
                            end
                        end
                        if (update_en) begin
                            lfsr_q <= next_lfsr;
                            if (ENABLE_FLOW_CONTROL == "Yes") begin
                                crc_valid <= 1'b1;
                                bit_counter <= bit_counter + 1'b1;
                                byte_valid <= (bit_counter == 3'd7);
                            end
                        end else begin
                            if (ENABLE_FLOW_CONTROL == "Yes") begin
                                crc_valid <= 1'b0;
                                byte_valid <= 1'b0;
                            end
                        end
                    end else begin
                        if (ENABLE_FLOW_CONTROL == "Yes") begin
                            crc_valid <= 1'b0;
                            byte_valid <= 1'b0;
                        end
                    end
                end else begin
                    if (ENABLE_FLOW_CONTROL == "Yes") begin
                        crc_valid <= 1'b0;
                        byte_valid <= 1'b0;
                    end
                end
            end
        end else begin : g_async_calc
            if (DATA_RATE_MODE == "QDR") begin : g_qdr
                always_ff @(posedge sclk or posedge sclk_inv or posedge sclk_ps or posedge sclk_ps_inv) begin
                    if (rst) begin
                        lfsr_q <= INIT_VAL;
                        bit_counter <= '0;
                        crc_valid <= 1'b0;
                        byte_valid <= 1'b0;
                    end else if (crc_en) begin
                        if (serial_in_valid) begin
                            lfsr_q <= next_lfsr;
                            if (ENABLE_FLOW_CONTROL == "Yes") begin
                                crc_valid <= 1'b1;
                                bit_counter <= bit_counter + 1'b1;
                                byte_valid <= (bit_counter == 3'd7);
                            end
                        end else begin
                            if (ENABLE_FLOW_CONTROL == "Yes") begin
                                crc_valid <= 1'b0;
                                byte_valid <= 1'b0;
                            end
                        end
                    end else begin
                        if (ENABLE_FLOW_CONTROL == "Yes") begin
                            crc_valid <= 1'b0;
                            byte_valid <= 1'b0;
                        end
                    end
                end
           end else if  (DATA_RATE_MODE == "DDR") begin : g_ddr
                always_ff @(posedge sclk or posedge sclk_inv ) begin
                    if (rst) begin
                        lfsr_q <= INIT_VAL;
                        bit_counter <= '0;
                        crc_valid <= 1'b0;
                        byte_valid <= 1'b0;
                    end else if (crc_en) begin
                        if (serial_in_valid) begin
                            lfsr_q <= next_lfsr;
                            if (ENABLE_FLOW_CONTROL == "Yes") begin
                                crc_valid <= 1'b1;
                                bit_counter <= bit_counter + 1'b1;
                                byte_valid <= (bit_counter == 3'd7);
                            end
                        end else begin
                            if (ENABLE_FLOW_CONTROL == "Yes") begin
                                crc_valid <= 1'b0;
                                byte_valid <= 1'b0;
                            end
                        end
                    end else begin
                        if (ENABLE_FLOW_CONTROL == "Yes") begin
                            crc_valid <= 1'b0;
                            byte_valid <= 1'b0;
                        end
                    end
                end
            end else begin : g_sdr
                if (INPUT_SAMPLING_EDGE == "FALLING") begin : g_sdr_neg
                    always_ff @( posedge sclk_inv ) begin
                        if (rst) begin
                            lfsr_q <= INIT_VAL;
                            bit_counter <= '0;
                            crc_valid <= 1'b0;
                            byte_valid <= 1'b0;
                        end else if (crc_en) begin
                            if (serial_in_valid) begin
                                lfsr_q <= next_lfsr;
                                if (ENABLE_FLOW_CONTROL == "Yes") begin
                                    crc_valid <= 1'b1;
                                    bit_counter <= bit_counter + 1'b1;
                                    byte_valid <= (bit_counter == 3'd7);
                                end
                            end else begin
                                if (ENABLE_FLOW_CONTROL == "Yes") begin
                                    crc_valid <= 1'b0;
                                    byte_valid <= 1'b0;
                                end
                            end
                        end else begin
                            if (ENABLE_FLOW_CONTROL == "Yes") begin
                                crc_valid <= 1'b0;
                                byte_valid <= 1'b0;
                            end
                        end
                    end
                end else begin : g_sdr_pos
                    always_ff @(posedge sclk) begin
                        if (rst) begin
                            lfsr_q <= INIT_VAL;
                            bit_counter <= '0;
                            crc_valid <= 1'b0;
                            byte_valid <= 1'b0;
                        end else if (crc_en) begin
                            if (serial_in_valid) begin
                                lfsr_q <= next_lfsr;
                                if (ENABLE_FLOW_CONTROL == "Yes") begin
                                    crc_valid <= 1'b1;
                                    bit_counter <= bit_counter + 1'b1;
                                    byte_valid <= (bit_counter == 3'd7);
                                end
                            end else begin
                                if (ENABLE_FLOW_CONTROL == "Yes") begin
                                    crc_valid <= 1'b0;
                                    byte_valid <= 1'b0;
                                end
                            end
                        end else begin
                            if (ENABLE_FLOW_CONTROL == "Yes") begin
                                crc_valid <= 1'b0;
                                byte_valid <= 1'b0;
                            end
                        end
                    end
                end
            end
        end
    endgenerate
    assign crc_out = (XOR_OUT == "Yes") ? ~lfsr_q : lfsr_q;
endmodule
`timescale 1ns / 1ps
module serial_crc_ip_wrapper #(
    parameter SYNC_TO_SYSTEM_CLOCK = "Yes",
    parameter DATA_RATE_MODE = "SDR",
    parameter INPUT_SAMPLING_EDGE = "RISING",
    parameter [15:0] POLYNOMIAL = 16'h1021,
    parameter [15:0] INIT_VAL = 16'hFFFF,
    parameter XOR_OUT = "No",
    parameter ENABLE_FLOW_CONTROL = "No"
) (
    input  wire        sysclk,
    input  wire        sclk,
    input  wire        sclk_ps,
    input  wire        rst,
    input  wire        serial_in,
    input  wire        serial_in_valid,
    input  wire        crc_en,
    output wire [15:0] crc_out,
    output wire        crc_valid,
    output wire        byte_valid
);
    serial_crc_ip #(
        .SYNC_TO_SYSTEM_CLOCK(SYNC_TO_SYSTEM_CLOCK),
        .DATA_RATE_MODE(DATA_RATE_MODE),
        .INPUT_SAMPLING_EDGE(INPUT_SAMPLING_EDGE),
        .POLYNOMIAL(POLYNOMIAL),
        .INIT_VAL(INIT_VAL),
        .XOR_OUT(XOR_OUT),
        .ENABLE_FLOW_CONTROL(ENABLE_FLOW_CONTROL)
    ) inst_serial_crc_ip (
        .sysclk(sysclk),
        .sclk(sclk),
        .sclk_ps(sclk_ps),
        .rst(rst),
        .serial_in(serial_in),
        .serial_in_valid(serial_in_valid),
        .crc_en(crc_en),
        .crc_out(crc_out),
        .crc_valid(crc_valid),
        .byte_valid(byte_valid)
    );
endmodule
[flow/config.mk]
export PLATFORM = sky130hd
export DESIGN_NAME = serial_crc_ip_wrapper
export DESIGN_NICKNAME = serial_crc_ip_wrapper
export VERILOG_FILES = /design/flow/design.v
export SDC_FILE = /design/flow/constraint.sdc
export NUM_CORES = 4
export LEC_CHECK = 1
export CORE_AREA = 10 10 90 90
export DIE_AREA = 0 0 100 100
export SYNTH_HDL_FRONTEND = slang
==> results.tsv <==
metric	value	unit
max incr delay on CP	0.50	ns
share of layout cells above drive strength 1	7.216	%
YS chip area	828.3	um^2
Worst path slowest cell	clkdlybuf4s50_1	
Int Power	471.3	uW
largest net degree at the start of global routing	20	
max FFs per register	16	
post-CTS setup buffers	0	
Sink Count	19	
area share, top type	45.92	%
I/O pins	25	
fmax	609.2	MHz
Rows	29	
Mapped Avg Cell Area	9.307	um^2
EDFF count, synth	0	
antenna cells	0	
clock tree root buffer cell	clkbuf_8	
synthesized instance count	89	
Clk Latency, worst-skew pair	0.26	ns
most common library cells after synthesis	nand2_1, dfxtp_1, buf_4	
Registers, synthesis	19	
Hold Buf Count CTS	0	
Post-Synth XOR/XNOR Area	4.079	%
Post-DP Area	999.7	um^2
CTS clock-pin slew for the worst setup and hold paths	0.08	ns
Post-synth seq share	45.92	%
cell taking the most area after synthesis	dfxtp_1	
Main logic family	simple AND/OR/NAND/NOR gates	
crit-path leading delay family	buffers and inverters	
initial antenna violation count	0	
DRC	0	
Die Width	100	um
Max VDD drop	0.1509	mV
DR pass1 iterations	4	
die height	100	um
H-tree Lvls	1	
Final setup violation count	0	
design area	1046	um^2
Num CTS Buffers	3	
slew margin rel.	66.24	%
Tmin final	1.642	ns
vias in the first global route	553	
Simple-Gate Area Share	29.31	%
Register Area	380.4	um^2
crit start category	flop	
antenna-violating nets left	0	
arrival time worst endpoint	1.14	ns
crit-path max FO	3	
fin crit share	65.66	%
Crit path buffers/inverters	1	
distinct lib cells	16	
gr usage total	3.582	%
max-cap violations	0	
Worst Tran Pin Value	0.5048	ns
via density per instance	3.103	
port bufs	21	
Final Hold Viols	0	
initial detailed-routing violation count	37	
Worst EP required	2.00	ns
MUX area fraction	0	%
LEAKAGE	0.4337	nW
DP Wirelength	1336	um
ao+oa area frac	3.474	%
wirelength, routed	1817	um
warning count from the yosys run	0	
Hold WC Path Type	flop to flop	
# resized after CTS	0	
CP cell instances	clkdlybuf4s50_1	
Worst Setup Path Type	flop to primary output	
Core Util at FP	13.20	%
Synth Cell Area	828.3	um^2
RSZ-0062 raised after global routing	no	
vias	540	
Clk pwr share	35.0	%
total gr overflow	0	
synth top area cells	dfxtp_1, buf_4, nand2_1	
Core Box Area	6277	um^2
tool warnings	26	
Async SR Flop Fraction	0	%
synthesis-to-finish area growth	26.28	%
net switching power figure	139.4	uW
switching portion of total power	22.83	%
setup TNS	0	ns
Combinational Power Share	11.2	%
Adder Share, Synth	0	%
sequential power share	53.7	%
FILL cells	694	
Yosys Instances	89	
WL per Instance	10.44	um
routability congestion estimate	0.6784	
Comb area	312.8	um^2
Die ar.	10000	um^2
first-pass GRT wire length	2960	um
Crit. End Element	primary output	
status	completed	
Bufs on Longest Clock Path	2	
CTS tree	done	
Final Max Slew Viols	0	
Top FF cell, synth	dfxtp_1	
Pwr Density	583.9	nW/um^2
count leader, synth	nand2_1	
clock skew	0.006940	ns
per-layer routing:
metal	part of all wire, %	global-route usage [%]	wire length [um]	vias up
li1	-	-	-	286
met1	46	4.665	836	241
met2	46	5.674	843	11
met3	5.7	1.110	103	2
met4	1.9	0.8696	34	0
met5	0	0	0	-
layout by cell type, fill, tap and decap left out, drive strengths merged:
cell type / Yosys / final
a211o: 1 / 1
a21oi: 2 / 2
and4b: 1 / 1
clkbuf: 1 / 3
clkdlybuf4s50: 0 / 21
clkinv: 0 / 1
conb: 1 / 2
dfxtp: 19 / 19
nand2: 26 / 26
nand3b: 13 / 13
nand4b: 1 / 1
nor2: 1 / 1
nor2b: 1 / 1
o21ai: 2 / 2
xnor2: 1 / 1
xor2: 2 / 2
metrics by stage:
stage / power, mW / std cells / utilization, % / worst slack, ns / hold WS, ns
finish: 0.6108 / 174 / 16.66 / 0.8584 / 0.3300
global route: 0.6439 / 174 / 16.66 / 0.7880 / 0.3469
CTS: 0.6219 / 174 / 16.66 / 0.8363 / 0.3335
detailed placement: 0.4062 / 170 / 15.93 / 0.6773 / 0.3164
global placement: 0.4053 / 170 / 15.93 / 0.6947 / 0.3110
floorplan: 0.3794 / 90 / - / 1.404 / 0.3096
worst paths after layout:
check                                                                      start                                              end  slack [ns]  cells past startpoint
worst max-delay path                 inst_serial_crc_ip.crc_out[15]$_SDFFE_PP1P_                                      crc_out[15]        0.86                      1
worst min-delay path            inst_serial_crc_ip.g_sync_calc.sclk_meta$_DFF_P_  inst_serial_crc_ip.g_sync_calc.sclk_reg$_DFF_P_        0.33                      0
worst max register to register   inst_serial_crc_ip.g_sync_calc.sclk_reg$_DFF_P_       inst_serial_crc_ip.crc_out[0]$_SDFFE_PP1P_        1.35                      2
worst min register to register  inst_serial_crc_ip.g_sync_calc.sclk_meta$_DFF_P_  inst_serial_crc_ip.g_sync_calc.sclk_reg$_DFF_P_        0.33                      0
cell type report:
cell class / instances / area share, %
clock buffer: 3 / 3.947
timing repair buffer: 21 / 20.10
clock inverter: 1 / 0.4785
tap: 77 / 9.211
sequential: 19 / 36.36
multi-input combinational: 53 / 29.90
cells by family (layout without fill, tap and decap cells):
family                    Yosys count  in the layout
and+or+nand+nor                    43             43
xor gates and xnor gates            3              3
AOI/OAI and AO/OA                   5              5
buffers and inverters              18             25
DFF                                19             19
other                               1              2
power by group through the flow:
| stage | combinational (mW) | clock, mW | sequential [mW] |
|---|---|---|---|
| 4_1_cts | 0.0709 | 0.222 | 0.329 |
| 5_1_grt | 0.0772 | 0.236 | 0.331 |
| 6_report | 0.0685 | 0.214 | 0.328 |
Power figures rest on the tool's default switching activity, not on a simulated workload.
